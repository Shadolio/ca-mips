File: config.mk
export PLATFORM = sky130hd
export DESIGN_NAME = ID_EXE_ppreg
export DESIGN_NICKNAME = ID_EXE_ppreg
export VERILOG_FILES = /design/flow/design.v
export SDC_FILE = /design/flow/constraint.sdc
export NUM_CORES = 4
export LEC_CHECK = 1
export CORE_UTILIZATION = 40
File: constraint.sdc
current_design ID_EXE_ppreg

set clk_period 1.5
set clk_io_pct 0.2

create_clock -name clk0 -period $clk_period [get_ports {clk}]

set non_clock_inputs [all_inputs -no_clocks]
set_input_delay [expr $clk_period * $clk_io_pct] -clock clk0 $non_clock_inputs
set_output_delay [expr $clk_period * $clk_io_pct] -clock clk0 [all_outputs]
File: design.v
module ID_EXE_ppreg (
	pcPlus4Out, pcPlus4In, syscallOut, syscallIn,
	instrRsOut, instrRsIn, instrRtOut, instrRtIn, instrRdOut, instrRdIn,
	imm32Out, imm32In, shamtOut, shamtIn,
	regData1Out, regData1In, regData2Out, regData2In,
	aluOpOut, aluOpIn, aluSrcOut, aluSrcIn, shiftOut, shiftIn,
	regDstOut, regDstIn, regWriteOut, regWriteIn,
	branchOut, branchIn, memToRegOut, memToRegIn,
	memWriteOut, memWriteIn, memReadOut, memReadIn,
	loadFullWordOut, loadFullWordIn, loadSignedOut, loadSignedIn,
	write, reset, clk);
	input write, reset, clk;
	input [31:0] pcPlus4In, imm32In, regData1In, regData2In;
	input [4:0] instrRsIn, instrRtIn, instrRdIn, shamtIn;
	input [3:0] aluOpIn;
	input aluSrcIn, shiftIn, regDstIn, regWriteIn, branchIn, memToRegIn;
	input memWriteIn, memReadIn, loadFullWordIn, loadSignedIn;
	input syscallIn;
	output [31:0] pcPlus4Out, imm32Out, regData1Out, regData2Out;
	output [4:0] instrRsOut, instrRtOut, instrRdOut, shamtOut;
	output [3:0] aluOpOut;
	output aluSrcOut, shiftOut, regDstOut, regWriteOut, branchOut, memToRegOut;
	output memWriteOut, memReadOut, loadFullWordOut, loadSignedOut;
	output syscallOut;
	wire [4:0] aluOpIn5, aluOpOut5;
	assign aluOpOut = aluOpOut5[3:0];
	assign aluOpIn5 = { 1'd0, aluOpIn };
	register_32 pcPlus4Reg (pcPlus4Out, pcPlus4In, write, reset, clk);
	register_32 imm32Reg (imm32Out, imm32In, write, reset, clk);
	register_32 regData1Reg (regData1Out, regData1In, write, reset, clk);
	register_32 regData2Reg (regData2Out, regData2In, write, reset, clk);
	register_5 instrRsReg (instrRsOut, instrRsIn, write, reset, clk);
	register_5 instrRtReg (instrRtOut, instrRtIn, write, reset, clk);
	register_5 instrRdReg (instrRdOut, instrRdIn, write, reset, clk);
	register_5 shamtReg (shamtOut, shamtIn, write, reset, clk);
	register_5 aluOpReg (aluOpOut5, aluOpIn5, write, reset, clk);
	D_FlipFlop aluSrcFF	(aluSrcOut, aluSrcIn, write, reset, clk);
	D_FlipFlop shiftFF	(shiftOut, shiftIn, write, reset, clk);
	D_FlipFlop regDstFF	(regDstOut, regDstIn, write, reset, clk);
	D_FlipFlop regWriteFF	(regWriteOut, regWriteIn, write, reset, clk);
	D_FlipFlop branchFF	(branchOut, branchIn, write, reset, clk);
	D_FlipFlop memToRegFF	(memToRegOut, memToRegIn, write, reset, clk);
	D_FlipFlop memWriteFF	(memWriteOut, memWriteIn, write, reset, clk);
	D_FlipFlop memReadFF	(memReadOut, memReadIn, write, reset, clk);
	D_FlipFlop loadFullWord	(loadFullWordOut, loadFullWordIn, write, reset, clk);
	D_FlipFlop loadSignedFF	(loadSignedOut, loadSignedIn, write, reset, clk);
	D_FlipFlop syscallFF	(syscallOut, syscallIn, write, reset, clk);
endmodule
module ID_EXE_ppreg_tb ();
	reg write, reset, clk;
	reg [31:0] pcPlus4In, imm32In, regData1In, regData2In;
	reg [4:0] instrRsIn, instrRtIn, instrRdIn, shamt32In;
	reg [3:0] aluOpIn;
	reg syscallIn;
	reg aluSrcIn, shiftIn, regDstIn, regWriteIn, branchIn, memToRegIn;
	reg memWriteIn, memReadIn, loadFullWordIn, loadSignedIn;
	wire [31:0] pcPlus4Out, imm32Out, regData1Out, regData2Out;
	wire [4:0] instrRsOut, instrRtOut, instrRdOut, shamt32Out;
	wire [3:0] aluOpOut;
	wire aluSrcOut, shiftOut, regDstOut, regWriteOut, branchOut, memToRegOut;
	wire memWriteOut, memReadOut, loadFullWordOut, loadSignedOut;
	wire syscallOut;
	ID_EXE_ppreg testPPreg (
		pcPlus4Out, pcPlus4In, syscallOut, syscallIn,
		instrRsOut, instrRsIn, instrRtOut, instrRtIn, instrRdOut, instrRdIn,
		imm32Out, imm32In, shamt32Out, shamt32In,
		regData1Out, regData1In, regData2Out, regData2In,
		aluOpOut, aluOpIn, aluSrcOut, aluSrcIn, shiftOut, shiftIn,
		regDstOut, regDstIn, regWriteOut, regWriteIn,
		branchOut, branchIn, memToRegOut, memToRegIn,
		memWriteOut, memWriteIn, memReadOut, memReadIn,
		loadFullWordOut, loadFullWordIn, loadSignedOut, loadSignedIn,
		write, reset, clk);
	initial begin
		$monitor("PC in: %h, PC out: %h, Rd in: %h, Rd out: %h, ALU in: %h, ALU out: %h, branch in: %b, branch out: %b", pcPlus4In, pcPlus4Out, instrRdIn, instrRdOut, aluOpIn, aluOpOut, branchIn, branchOut);
		pcPlus4In <= 32'd4;
		instrRdIn <= 5'd5;
		aluOpIn <= 4'd4;
		branchIn <= 1'b0;
		write <= 1;
		#5 clk <= 1;
	end
endmodule
module D_FlipFlop (bitOut, bitIn, write, reset, clk);
	input write, reset, clk;
	input bitIn;
	output reg bitOut;
	always @(posedge clk, posedge reset) begin
		if(reset) bitOut <= 1'd0;
		else if(write) bitOut <= bitIn;
	end
endmodule
module D_FlipFlop_tb ();
	reg write, reset, clk;
	reg bitIn;
	wire bitOut;
	D_FlipFlop testFF (bitOut, bitIn, write, reset, clk);
	initial begin
		$monitor("In: %b, Out: %b", bitIn, bitOut);
		#5 reset <= 1;
		#5 bitIn <= 1'd1;
		write <= 1;
		reset <= 0;
		#5 clk <= 1;
	end
endmodule
module register_32 (wordOut, wordIn, write, reset, clk);
	input write, reset, clk;
	input [31:0] wordIn;
	output reg [31:0] wordOut;
	always @(posedge clk, posedge reset) begin
		if(reset) wordOut <= 32'd0;
		else if(write) wordOut <= wordIn;
	end
endmodule
module register_32_tb ();
	reg write, reset, clk;
	reg [31:0] wordIn;
	wire [31:0] wordOut;
	register_32 testReg (wordOut, wordIn, write, reset, clk);
	initial begin
		$monitor("In: %h, Out: %h", wordIn, wordOut);
		#5 reset <= 1;
		#5 wordIn <= 32'h22100002;
		write <= 1;
		reset <= 0;
		#5 clk <= 1;
	end
endmodule
module register_5 (wordOut, wordIn, write, reset, clk);
	input write, reset, clk;
	input [4:0] wordIn;
	output reg [4:0] wordOut;
	always @(posedge clk, posedge reset) begin
		if(reset) wordOut <= 4'd0;
		else if(write) wordOut <= wordIn;
	end
endmodule
module register_5_tb ();
	reg write, reset, clk;
	reg [4:0] wordIn;
	wire [4:0] wordOut;
	register_5 testReg (wordOut, wordIn, write, reset, clk);
	initial begin
		$monitor("In: %h, Out: %h", wordIn, wordOut);
		#5 reset <= 1;
		#5 wordIn <= 4'd5;
		write <= 1;
		reset <= 0;
		#5 clk <= 1;
	end
endmodule
File: run.sh
#!/bin/bash
# OpenROAD 26Q1-2900-gdf79404cd8, Yosys 0.63+post, stock flow scripts
make -C /OpenROAD-flow-scripts/flow DESIGN_CONFIG=/design/flow/config.mk WORK_HOME=/design/flow/orfs finish
==> deck_impl_summary.md <==
Flow Results at a Glance

Status
  – Run status: complete, no violations

Worst setup path
  – Setup CP Type: register to primary output
  – Startpoint of the lowest-slack register-to-register path: regData1Reg.wordOut[7]$_DFFE_PP0P_
  – Slowest stage delay, CP: 380 ps
  – Critical Path End Type: primary output
  – Max stage delay cell, worst path: dfrtp_1
  – Largest driver fanout on the critical path: 2
  – Signal arrival time at the worst endpoint: 1060 ps
  – Worst R2R Path Depth: 2
  – Number of buffers and inverters on the critical path: 1
  – Crit path DRT: 1200 ps
  – Cell chain of the critical path: dlygate4sd2_1
  – Worst reg-to-reg setup slack: 600 ps
  – Worst R2R End: regData1Reg.wordOut[7]$_DFFE_PP0P_
  – Critical path startpoint category: register
  – Largest delay share family, worst path: flip-flops

Yosys
  – Top area cell types: dfrtp_1 64%, mux2_4 17%, mux2_2 17%, buf_6 1.6%, buf_2 0.71%
  – Count of instantiated cells in the yosys netlist: 345
  – Yosys synthesis chip area: 0.00633 mm²
  – Avg Inst Size Synth: 18.3 µm²
  – Commonest cells in the synthesized netlist: 163 x dfrtp_1, 93 x mux2_2, 70 x mux2_4, 9 x buf_2, 9 x buf_6
  – Most frequently used cell type in the post-synthesis netlist: dfrtp_1
  – Proportion of synthesized chip area in sequential cells: 64.5%
  – Cell area after synthesis: 0.00633 mm²
  – Number of enable-type register cells in the synthesized netlist: 0
  – Number of warnings reported in the yosys synthesis log: 3
  – Post-Syn Instances: 345
  – Largest area contributor in the netlist: dfrtp_1
  – Yosys top cell area share: 64.5%
  – Synth Register Bits: 163
  – Synth cell types: 6
  – Post-synth ARST share: 100%
  – Most used DFF post-synth: dfrtp_1

Routing
  – Detailed router's first-iteration violation count: 166
  – DR DRC count: 0
  – Total met3 wirelength after detailed routing: 1.79 mm
  – Number of antenna repair diodes: 0
  – Wl on met1: 6.53 mm
  – Highest metal layer with signal wires: met4
  – Post-detailed-route wirelength per cell: 17.3 µm
  – Routed wire length: 16.1 mm
  – Via total after detailed routing: 4216
  – Antenna-violating nets left: 0
  – Wire length on met2: 7.49 mm
  – Routed vias/inst: 4.51
  – Pre-Repair DR Iteration Count: 3

Timing
  – Final critical-path required period: 1360 ps
  – Final max-slew violation count: 0
  – Clock Skews: 0 ps
  – Final period util: 90.6%
  – Transition time at the pin with the least slew margin: 406 ps
  – Fin Setup TNS: 0 ps
  – Final Hold Vio Count: 0
  – Relative slew slack: 72.9%
  – Hold WS: 313 ps
  – RSZ-0062 raised after global routing: no
  – Maximum clock rate: 736 MHz
  – Final-report setup violation count: 0

CTS
  – CTS tree: built
  – Maximum clock insertion buffer count: 2
  – CTS HTree Levels: 4
  – Clock net sink count: 163
  – Number of buffers created by CTS: 17
  – CTS clock-pin slew for the worst setup and hold paths: 60 ps
  – Insertion delay of the later-clocked pin in the worst-skew pair: 410 ps
  – Clk Tree Root Cell: clkbuf_16

Die
  – Chip area: 0.0163 mm²
  – I/O pin cnt: 329
  – Number of rows in the core area: 45
  – Core Box Area: 0.0153 mm²
  – Die Y-Extent: 128 µm
  – Die width: 128 µm
  – Core Util at FP: 41.3%

Place
  – Cells after DPL: 879
  – Hpwl dp: 11.9 mm
  – Gp weighted congestion: 0.785
  – Number of port buffers: 328

Job
  – Count of max-cap constraint violations: 0
  – Tool Warnings: 27

GRT
  – Overflow left after global routing: 0
  – Pin count of the biggest net entering global routing: 74
  – Via count of the first global-routing pass: 4497
  – Initial antenna violation count: 0
  – Wire length of the first global-routing pass: 25.0 mm
  – Tot GR Track Use: 21.0%

Final layout
  – Non-filler instance count after layout: 934
  – Area growth from synthesis to layout: 65.8%
  – Fraction of final layout cells with drive strength greater than 1: 31.8%

Worst hold path
  – Number of stages on the worst hold path: 2
  – Origin of the worst min-delay path: write
  – Worst hold path class: input pin to register
  – Worst Hold Endpoint: regData2Reg.wordOut[28]$_DFFE_PP0P_

Pwr
  – Peak supply drop: 0.000914 V
  – Power Density: 1080 mW/mm²
  – Static leakage power: 4.86 nW
  – Pwr Total: 11.3 mW
per-layer routing:
metal	track usage (%)	vias up
li1	-	1946
met1	29.8	2044
met2	31.8	207
met3	8.72	19
met4	3.67	0
met5	0	-
metrics by stage:
step	setup WS, ps	area, µm²	utilization, %
after floorplan	-871	6330	-
after global placement	187	9920	64.8
after detailed placement	174	9920	64.8
after CTS	112	10500	68.5
after global routing	87.2	10500	68.5
final	142	10500	68.5
report_power, final:
part | internal [mW] | leakage, nW | switching [mW]
Sequential | 4.84 | 1.91 | 0.208
Clock | 2.75 | 0.297 | 1.64
Combinational | 1.39 | 2.66 | 0.483
sequential cells by signal, summed over array words and instances (netlist names):
register             cells
aluOpReg.wordOut         4
aluSrcFF.bitOut          1
branchFF.bitOut          1
imm32Reg.wordOut        32
instrRdReg.wordOut       5
instrRsReg.wordOut       5
instrRtReg.wordOut       5
loadFullWord.bitOut      1
loadSignedFF.bitOut      1
memReadFF.bitOut         1
memToRegFF.bitOut        1
memWriteFF.bitOut        1
pcPlus4Reg.wordOut      32
regData1Reg.wordOut     32
regData2Reg.wordOut     32
regDstFF.bitOut          1
regWriteFF.bitOut        1
shamtReg.wordOut         5
shiftFF.bitOut           1
syscallFF.bitOut         1
worst max path at each step:
| stage | from | endpoint | slack, ps | cells past startpoint |
|---|---|---|---|---|
| after global routing | regData2Reg.wordOut[21]$_DFFE_PP0P_ | regData2Out[21] | 90 | 1 |
| final | instrRtReg.wordOut[4]$_DFFE_PP0P_ | instrRtOut[4] | 140 | 1 |
| after CTS | regData2Reg.wordOut[4]$_DFFE_PP0P_ | regData2Out[4] | 110 | 1 |
layout make-up:
cell class	instances	area (µm²)
clock buffers	23	478
clock inverters	9	126
fillers	1104	4820
inverters	1	7.51
multi-input cells	163	2100
flip-flops and latches	163	4080
well taps	211	264
repair buffers	364	3440
cell families (layout without fill, tap and decap cells):
logic type,Yosys count,count (layout),synth area share [%]
mux,163,163,33.2
buf+inv,19,397,2.37
flops,163,163,64.5
what timing repair did:
item	4_1_cts	5_1_grt
buffers inserted	23	0
resized	163	0
hold buffers	0	0
endpoints found under the setup margin	163	0
layout by cell type, fill, tap and decap left out:
| cell type | instances |
|---|---|
| clkdlybuf4s50_1 | 164 |
| mux2_4 | 70 |
| mux2_2 | 93 |
| clkinvlp_4 | 2 |
| bufinv_16 | 3 |
| clkbuf_16 | 17 |
| clkbuf_8 | 3 |
| dlygate4sd2_1 | 163 |
| inv_6 | 1 |
| buf_6 | 1 |
| clkinv_2 | 4 |
| dfrtp_1 | 163 |
| buf_4 | 29 |
| clkbuf_1 | 3 |
| buf_12 | 7 |
Power figures rest on the tool's default switching activity, not on a simulated workload.
