### design/flow/design.v
module RegisterFile(ReadData1,ReadData2,ReadReg1,ReadReg2,WriteReg,WriteData,RegWriteSignal,clk);
    input [4:0] ReadReg1, ReadReg2, WriteReg;
    input [31:0] WriteData;
    input clk, RegWriteSignal;
    output [31:0] ReadData1, ReadData2;
    reg [31:0] Registers[31:0];
	assign ReadData1 = (ReadReg1 == 0) ? 32'd0 : Registers[ReadReg1];
	assign ReadData2 = (ReadReg2 == 0) ? 32'd0 : Registers[ReadReg2];
    always @ (posedge clk)
    begin
        if(RegWriteSignal==1)
            Registers[WriteReg] <= WriteData; 
    end
endmodule
module RegisterFile_tb ();
    reg [4:0] ReadReg1, ReadReg2, WriteReg;
    reg [31:0] writeData;
    reg clk, regWrite;
    wire [31:0] ReadData1, ReadData2;
	RegisterFile testRegFile (ReadData1, ReadData2, ReadReg1, ReadReg2, WriteReg, writeData, regWrite, clk);
	initial begin
		ReadReg1 <= 5'b10001;
		ReadReg2 <= 5'b10010;
		WriteReg <= 5'b10001;
		writeData <= 32'd17697;
		#10 $display("Value at %d = %d, Value at %d = %d", ReadReg1, ReadData1, ReadReg2, ReadData2);
		regWrite <= 1;
		clk <= 1;
		$display("Value %d written at address %d", writeData, WriteReg);
		#10 clk <= 0;
		regWrite <= 0;
		$display("Value at %d = %d, Value at %d = %d", ReadReg1, ReadData1, ReadReg2, ReadData2);
		#10 ReadReg1 <= 5'b11000;
		#10 ReadReg1 <= 5'b10001;
		#10 $display("Value at %d = %d, Value at %d = %d", ReadReg1, ReadData1, ReadReg2, ReadData2);
	end
endmodule
### design/flow/run.sh
#!/bin/bash
# OpenROAD 26Q1-2900-gdf79404cd8, Yosys 0.63+post, stock flow scripts
make -C /OpenROAD-flow-scripts/flow DESIGN_CONFIG=/design/flow/config.mk WORK_HOME=/design/flow/orfs finish
### design/flow/config.mk
export PLATFORM = sky130hd
export DESIGN_NAME = RegisterFile
export DESIGN_NICKNAME = RegisterFile
export VERILOG_FILES = /design/flow/design.v
export SDC_FILE = /design/flow/constraint.sdc
export NUM_CORES = 4
export LEC_CHECK = 1
export CORE_UTILIZATION = 40
### design/flow/constraint.sdc
current_design RegisterFile

set clk_period 9.9
set clk_io_pct 0.2

create_clock -name clk0 -period $clk_period [get_ports {clk}]

set non_clock_inputs [all_inputs -no_clocks]
set_input_delay [expr $clk_period * $clk_io_pct] -clock clk0 $non_clock_inputs
set_output_delay [expr $clk_period * $clk_io_pct] -clock clk0 [all_outputs]
==> impl_metrics.py <==
# Physical implementation metrics
metrics = {
    "place": {
        "dp.cells": 4016,
        "gpl_congestion": 0.8897,
        "place.port_buffers": 112,
        "place_worst_setup_slack_ns": 1.870,
        "place_hpwl_mm": 89.67,
    },
    "yosys": {
        "yosys-mux-area-fraction_pct": 25.30,
        "compound_area_share_pct": 5.693,
        "top_cell_area_share_pct": 65.02,
        "synthesis.area_mm2": 0.04730,
        "synthesis.area_per_instance_um2": 19.23,
        "xor_xnor_share_of_the_synthesized_area_pct": 0,
        "synthFlopType": "edfxtp_1",
        "synth_flops": 1024,
        "proportion_of_synthesized_chip_area_in_sequential_cells_pct": 65.02,
        "ys_top_cells_by_area": "edfxtp_1 (65%), mux4_2 (18%), mux2i_1 (6.4%), a22oi_1 (1.4%), a22o_1 (1.1%)",
        "synth_cells": 2460,
        "post_synth_edffs": 1024,
        "synth_top_cell_by_area": "edfxtp_1",
        "synth_adder_area_share_pct": 0,
        "area_figure_in_the_yosys_stat_output_mm2": 0.04730,
        "simple_gate_share_pct": 1.630,
        "post_synth_main_logic_family": "multiplexers",
        "synth.lib_cells_used.distinct": 38,
        "asyncSetResetFlopFracSynth_pct": 0,
        "synth.yosys.warnings": 1,
        "synth-cells-yosys": 2460,
    },
    "layout": {
        "final_cell_count_no_fill": 4204,
        "largestRegisters": "Registers: 1024 flops",
        "lay_top_cells": "edfxtp_1 (1,024), mux4_2 (381), mux2i_1 (302)",
        "layout_cells_sized_above_1_pct": 27.96,
        "register_area_mm2": 0.03075,
        "layout.area.comb_mm2": 0.01573,
        "registers.top_by_ff_count": "Registers",
        "max_ffs_per_register": 1024,
        "mostFrequentLayoutCell": "edfxtp_1",
        "fillCellCount": 9387,
        "area_growth_syn_to_layout_pct": 14.23,
    },
    "flow_run": {
        "maxCapViolCount": 0,
        "stage_log_warnings": 26,
    },
    "timing": {
        "finalMaxSlewViolations": 0,
        "setup_viol": 0,
        "timing.final.hold_violations": 0,
        "final_min_period_over_clock_period_pct": 83.29,
        "total_negative_slack_ns": 0,
        "max_slew_margin_pct": 19.01,
        "fin_ws_ns": 1.654,
        "maximum_operating_frequency_mhz": 121.3,
        "max_slew.worst_pin.slew_ns": 1.184,
        "min_cycle_time_layout_ns": 8.246,
        "unrepaired_setup_endpoints_after_global_routing": "no",
    },
    "pwr": {
        "pwr_density_cell_mw_per_mm2": 179.7,
        "power.ir.vdd_worst_mv": 0.1439,
        "power.leakage_nw": 17.28,
    },
    "floorplanning": {
        "fp_util_pct": 40.54,
        "fp.coreArea_mm2": 0.1167,
        "die-area_mm2": 0.1196,
        "design.portCount": 113,
        "floorplan.die.height_um": 345.9,
        "dieWidth_um": 345.9,
        "row_count": 125,
    },
    "clock_tree": {
        "cts-buffers-inserted": 104,
        "postCtsSetupBuffers": 0,
        "cts.path.max_buffers": 3,
        "htreeDepth": 3,
        "cts_repair_resizes": 0,
        "cts_root_buffer": "clkbuf_16",
        "clkSinkCount": 1024,
        "tritoncts": "yes",
        "cts.hold.buffers_added": 0,
        "clk_transition_reported_paths_ns": 0.06,
    },
    "detailed_routing": {
        "routed_wirelength_normalized_by_instance_count_um": 36.71,
        "drt_iter0_markers": 1799,
        "drtPass1Iterations": 5,
        "drt_wl_total_mm": 154.3,
        "remaining_drc_errors": 0,
        "final_antenna_net_count": 0,
        "vias_per_cell": 6.536,
        "vias": 27478,
    },
    "hold_path": {
        "worstHoldEndpoint": "Registers[30][16]",
        "min_from": "WriteData[16]",
        "holdPathStages": 2,
        "hold_wc_path_type": "input pin to register",
    },
    "global_routing": {
        "antenna_found_initial": 3,
        "via_count_of_the_first_global_routing_pass": 30936,
        "overflow": 0,
        "global_route_wire_length_before_repair_mm": 218.1,
        "grt_start_max_net_pins": 89,
        "grt_use_total_pct": 28.26,
    },
    "critical_path": {
        "crit_path_start_kind": "input pin",
        "crit_required_ns": 7.92,
        "arrival_time_at_the_worst_endpoint_ns": 6.27,
        "critPathMaxFanout": 35,
        "category_of_the_most_critical_setup_path": "input pin to primary output",
        "crit_path_capture_type": "primary output",
    },
    "outcome": {
        "run_status": "finished clean",
    },
}
final cells by class:
type	instances	share of cell area (%)
inverter	2	0.01390
tap	1524	3.529
timing repair buffer	240	4.051
multi-input combinational	1226	29.12
antenna	1	0.004632
sequential	1024	56.92
clock buffer	122	5.060
clock inverter	65	1.309
cells by family (layout without fill, tap and decap cells):
| family | after synthesis | after routing |
|---|---|---|
| AND/OR/NAND/NOR | 146 | 146 |
| flip-flops | 1024 | 1024 |
| buffers and inverters | 210 | 429 |
| AND-OR/OR-AND | 365 | 365 |
| multiplexers | 715 | 715 |
| other | 0 | 1 |
worst max-delay path, stage by stage:
cell             delay (ns)
clkdlybuf4s50_1        1.06
and2_4                 0.65
buf_4                  0.74
a22o_1                 0.29
a211oi_1               0.06
buf_4                  0.16
nor3_1                 0.65
clkdlybuf4s50_1        0.61
how the worst max path moves through the flow:
stage          startpoint             to  slack [ns]  depth (start not counted)
global route  ReadReg2[3]  ReadData2[12]        1.73                          7
CTS           ReadReg2[3]  ReadData2[18]        1.85                          8
finish        ReadReg2[3]  ReadData2[18]        1.65                          8
stage by stage:
| step | total power, mW | util, % | hold slack [ns] | area, um2 |
|---|---|---|---|---|
| 2_1_floorplan | 5.405 | - | 2.079 | 47300 |
| 3_3_place_gp | 5.787 | 43.34 | 2.809 | 50570 |
| 3_5_place_dp | 5.800 | 43.35 | 2.817 | 50580 |
| 4_1_cts | 9.759 | 46.30 | 2.093 | 54020 |
| 5_1_grt | 9.967 | 46.30 | 2.138 | 54020 |
| 6_report | 9.710 | 46.30 | 2.127 | 54030 |
power by group:
group	total [mW]	switching [mW]	internal [mW]
registers	4.85	0.0220	4.83
clock network	3.99	1.64	2.35
logic	0.869	0.500	0.370
total	9.71	2.16	7.55
synthesized netlist by cell type (all sizes together), types with 4 or more instances:
cell type  count
o221ai        31
a22o          62
a22oi         88
mux2          32
nor3          53
a211oi        43
nor4          14
o21ai         12
a21oi         44
clkbuf       100
mux2i        302
nor2          35
a2111oi       31
o22ai         52
mux4         381
nand2          4
nand3b         7
edfxtp      1024
buf          108
nor2b         16
or3b           5
metal layers:
metal / vias up / global-route usage, % / wire, um
li1: 10963 / - / -
met4: 8 / 10.88 / 7960
met5: - / 0.6403 / 116
met2: 2351 / 41.55 / 72120
met1: 13752 / 29.83 / 45370
met3: 404 / 23.10 / 28770
No activity file was given, so power comes from the tool's default toggle rates.
