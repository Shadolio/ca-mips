File: flow/config.mk
export PLATFORM = sky130hd
export DESIGN_NAME = ram
export DESIGN_NICKNAME = ram
export VERILOG_FILES = /design/flow/design.v
export SDC_FILE = /design/flow/constraint.sdc
export NUM_CORES = 4
export LEC_CHECK = 1
export CORE_UTILIZATION = 30
File: flow/constraint.sdc
current_design ram

set clk_period 13.1
set clk_io_pct 0.2

create_clock -name clk0 -period $clk_period [get_ports {clk}]

set non_clock_inputs [all_inputs -no_clocks]
set_input_delay [expr $clk_period * $clk_io_pct] -clock clk0 $non_clock_inputs
set_output_delay [expr $clk_period * $clk_io_pct] -clock clk0 [all_outputs]
File: flow/design.v
module ram (dataOut, dataIn, address, write, read, word, sign, clk);
	input clk, write, read, word, sign;
	input [31:0] address, dataIn;
	output reg [31:0] dataOut;
	parameter memLimit = 32'd64;
	reg [7:0] memory[memLimit : 0];
	wire [7:0] m0Ready, m1Ready, m2Ready, m3Ready;
	assign m0Ready = memory[address];
	assign m1Ready = memory[address + 1];
	assign m2Ready = memory[address + 2];
	assign m3Ready = memory[address + 3];
	always @(m0Ready, m1Ready, m2Ready, m3Ready, word, sign, read) begin
		if(read) begin
			dataOut[7:0] <= m0Ready;
			dataOut[15:8] <= m1Ready;
			if(word == 1) begin  
				dataOut[23:16] <= m2Ready;
				dataOut[31:24] <= m3Ready;
			end
			else if(word == 0) begin  
				if(sign == 0) dataOut[31:16] <= 16'd0;
				else if(sign == 1) dataOut[31:16] <= { 16 { m1Ready[7] } };
			end
		end
	end
	always @(posedge clk) begin
		if(write) begin
			memory[address] <= dataIn[7:0];
			memory[address + 1] <= dataIn[15:8];
			memory[address + 2] <= dataIn[23:16];
			memory[address + 3] <= dataIn[31:24];
		end
	end
endmodule
module ram_tb ();
	reg clk, write, read, word, sign;
	reg [31:0] address, wordIn;
	wire [31:0] wordOut;
	ram testRam (wordOut, wordIn, address, write, read, word, sign, clk);
	initial begin
		clk <= 0;
		address <= 32'd24;
		wordIn <= 32'hF00FF176;
		word <= 1;
		sign <= 1;
		read <= 1;
		write <= 0;
		#5 $display("Value at address %d at start is: %d", address, wordOut);
		write <= 1;
		#5 clk <= 1;
		#5 $display("Value %d is loaded at address %d", wordIn, address);
		clk <= 0;
		write <= 0;
		$display("Value at address %d is now: %d", address, wordOut);
		word <= 0;
		#5 $display("Half word at address %d is now: %d", address, wordOut);
		sign <= 0;
		#5 $display("Half word (unsigned) at address %d is now: %d", address, wordOut);
		address <= 32'd10;
		#5 $display("Value at address %d is now: %d", address, wordOut);
	end
endmodule
File: flow/run.sh
#!/bin/bash
# OpenROAD 26Q1-2900-gdf79404cd8, Yosys 0.63+post, stock flow scripts
make -C /OpenROAD-flow-scripts/flow DESIGN_CONFIG=/design/flow/config.mk WORK_HOME=/design/flow/orfs finish
==> impl_metrics.tcl <==
# flow metrics
set metrics [dict create \
    die_w_um 422 \
    final_area_sq_mm 0.0582 \
    dpl-instance-area_sq_mm 0.0560 \
    top_area_frac 0.295 \
    critPathMostFrequentCell "buf_4" \
    drv_cap 0 \
    cts.clk_slew.worst_paths_ps 60 \
    cpPeakStageDelay_ps 700 \
    clockBufferDepth 3 \
    status "finished clean" \
    dp_hpwl_um 180000 \
    track_usage 0.299 \
    finalCriticalPeriod_ps 7180 \
    htree_levels 3 \
    portBuffers 75 \
    yosysCellCount 4775 \
    max_freq_mhz 139 \
    grt_pass1_wl_um 356000 \
    cpMaxStageDelayCell "nor2_2" \
    top_area_cell "edfxtp_1" \
    synthTopCellsByArea "edfxtp_1, mux4_2, mux2i_1, mux2_2, nand2_1" \
    path_buffers 6 \
    ioPinCount 101 \
    ys.flop_type "edfxtp_1" \
    unclocked_regs 32 \
    postSynthCellCount 4775 \
    grtUsageMet1 0.333 \
    final_cell_count_no_fill 7008 \
    slew_violations 0 \
    ys_async_sr_fraction 0 \
    finalPower_uw 5360 \
    worstSetupStartpointType "input pin" \
    yosysWarnings 1 \
    first_iter_violations 4182 \
    synth_flops 552 \
    grt_pass1_vias 43860 \
    hold_path.class "in -> reg" \
    finalCritPeriodShare 0.548 \
    dp.cells 6868 \
    cts_hold_buf 0 \
    fillers 16973 \
    gr-usage-met2 0.425 \
    grt_max_degree 111 \
    grt_setup_unrepaired "no" \
    worstSetupPathType "in -> reg" \
    path_delay_family "simple AND/OR/NAND/NOR gates" \
    cts_buffers 71 \
    layout-area-overhead-vs-synth_pct 10.1 \
    endpoint_kind "register" \
    ys_types 79 \
    unconstrained_endpoints 64 \
    arrival_ps 7550 \
    rows 153 \
    post_cts_resized 0 \
    wl_per_cell_um 36.7 \
    viasPerCell 6.36 \
    drc 0 \
    avgSynthCellArea_sq_um 11.1 \
    busiest_layer "met2" \
    grt-ovfl-total 0 \
    common_cells "mux2i_1, mux4_2, edfxtp_1" \
    edf_count 520 \
    cts_tree "yes" \
    vdd_ir_drop_max_mv 0.0925 \
    drive_gt1_frac 0.321 \
    grt.met3_usage 0.205 \
    die_area_sq_mm 0.178 \
    dr.pass1.iters 8 \
    ant_nets 0 \
    p_per_area_mw_per_mm2 92.1 \
    grt_antenna_before_repair 21 \
    finalSetupTns_ps 0 \
    hold_viol 0 \
    tightestPinTransition_ps 1020 \
    setup-violations-final 0 \
    crit_chain "buf_2 -> buf_4 -> clkinv_2 -> buf_4 -> ha_4 -> buf_4 -> nand2_1 -> nor2_2 -> buf_4 -> nand4_1 -> nand2_1 -> nor2_1 -> nand2_1" \
    die_y_um 422 \
    p_leak_uw 0.0200 \
    crit_path_max_fanout 43 \
    syn-cell-area_sq_mm 0.0529 \
    routabilityCongestion 1.13 \
    max-slew-margin-rel 0.320 \
    vias 44581 \
    core_sq_mm 0.174 \
    most_common_cell "mux2i_1" \
    initial_utilization 0.303 \
    yosys_area_sq_mm 0.0529 \
    drt-total-wl_um 257000 \
    postCtsSetupRepairBufs 0 \
    critPathRequiredTime_ps 13470 \
    cts_root_buf "clkbuf_16" \
    openroad.warnings 58 \
]
## power breakdown
part | internal, uW | switching [uW] | leakage, uW
registers | 1890 | 37.3 | 0.00493
clock network | 1120 | 832 | 0.00107
logic | 542 | 949 | 0.0140
total | 3540 | 1820 | 0.0200
## cell type report
cell class | count | area [sq um] | share of cell area
diodes | 15 | 37.5 | 0.000645
clock buffers | 90 | 1890 | 0.0325
clock inverters | 35 | 307 | 0.00527
inverters | 20 | 78.8 | 0.00135
multi-input cells | 3652 | 34400 | 0.591
flip-flops and latches | 552 | 16100 | 0.277
well taps | 2325 | 2910 | 0.0500
repair buffers | 319 | 2500 | 0.0429
## state kept, by name, indices dropped and copies added, names as in the netlist
signal and cells:
memory 520, dataOut 32
## path summary, 6_finish.rpt
check | startpoint | endpoint | slack, ps | cells past startpoint
max | address[1] | memory[64][7]$_DFFE_PP_ | 5920 | 13
min | dataIn[26] | memory[39][2]$_DFFE_PP_ | 2510 | 2
## logic make-up after synthesis
logic type	share of synthesized area
AND-OR/OR-AND	0.0983
multiplexers	0.452
buffers and inverters	0.0481
AND/OR/NAND/NOR	0.0910
latches	0.00908
flip-flops	0.295
adder cells (fa/ha/maj)	0.00142
XOR/XNOR	0.00485
## per-stage QoR
stage	hold slack (ps)	setup WS [ps]	util
2_1_floorplan	3120	6640	-
3_3_place_gp	3220	5410	0.321
3_5_place_dp	3220	5470	0.321
4_1_cts	2480	6210	0.334
5_1_grt	2530	5920	0.334
6_report	2510	5920	0.334
## cells in the final DEF (no fill, tap or decap), drive strengths merged, types with 4 or more instances in the layout
cell / Yosys / final
o2111ai: 24 / 24
a22o: 9 / 9
a211oi: 73 / 73
nor3: 47 / 47
a32oi: 15 / 15
inv: 20 / 23
nor2: 459 / 459
nand4: 5 / 5
o211ai: 21 / 21
nand3: 98 / 98
mux2i: 617 / 617
a2111o: 4 / 4
mux4: 552 / 552
o221ai: 4 / 4
mux2: 470 / 470
clkdlybuf4s50: 0 / 36
and2: 12 / 12
ha: 6 / 6
a31oi: 6 / 6
and3: 7 / 7
a21o: 78 / 78
nor2b: 4 / 4
xnor2: 13 / 13
o21ai: 239 / 239
a21oi: 314 / 314
a2111oi: 4 / 4
diode: 0 / 15
a211o: 6 / 6
nand2: 482 / 482
buf: 242 / 283
o22ai: 18 / 18
a221oi: 12 / 12
a22oi: 9 / 9
dlxtp: 32 / 32
xor2: 9 / 9
bufinv: 0 / 5
clkinv: 0 / 24
edfxtp: 520 / 520
clkbuf: 309 / 90
## per-layer routing
layer | share of wire | vias up
met5 | 0.0034 | -
met4 | 0.070 | 34
met3 | 0.17 | 713
met2 | 0.43 | 3335
met1 | 0.32 | 22222
li1 | - | 18277
Power is estimated from default activity; no workload was simulated.
